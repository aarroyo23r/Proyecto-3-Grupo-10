[/design/flow/constraint.sdc]
current_design TopTeclado

set clk_period 2.4
set clk_io_pct 0.2

create_clock -name clk0 -period $clk_period [get_ports {clk}]

set non_clock_inputs [all_inputs -no_clocks]
set_input_delay [expr $clk_period * $clk_io_pct] -clock clk0 $non_clock_inputs
set_output_delay [expr $clk_period * $clk_io_pct] -clock clk0 [all_outputs]
[/design/flow/run.sh]
#!/bin/bash
# OpenROAD 26Q1-2900-gdf79404cd8, Yosys 0.63+post, stock flow scripts
make -C /OpenROAD-flow-scripts/flow DESIGN_CONFIG=/design/flow/config.mk WORK_HOME=/design/flow/orfs finish
[/design/flow/config.mk]
export PLATFORM = sky130hd
export DESIGN_NAME = TopTeclado
export DESIGN_NICKNAME = TopTeclado
export VERILOG_FILES = /design/flow/design.v
export SDC_FILE = /design/flow/constraint.sdc
export NUM_CORES = 4
export LEC_CHECK = 1
export CORE_UTILIZATION = 40
[/design/flow/design.v]
`timescale 1ns / 1ps
module ASCII(
    input wire [7:0] key_code,
    output reg [7:0] ascii_code
    );
always @*
    case(key_code)
    8'h00:ascii_code = 8'h00;  
    8'h45:ascii_code = 8'h30;  
    8'h16:ascii_code = 8'h31;  
    8'h1e:ascii_code = 8'h32;  
    8'h26:ascii_code = 8'h33;  
    8'h25:ascii_code = 8'h34;  
    8'h2e:ascii_code = 8'h35;  
    8'h36:ascii_code = 8'h36;  
    8'h3d:ascii_code = 8'h37;  
    8'h3e:ascii_code = 8'h38;  
    8'h46:ascii_code = 8'h39;  
    8'h1c:ascii_code = 8'h41;  
    8'h32:ascii_code = 8'h42;  
    8'h21:ascii_code = 8'h43;  
    8'h23:ascii_code = 8'h44;  
    8'h24:ascii_code = 8'h45;  
    8'h2b:ascii_code = 8'h46;  
    8'h34:ascii_code = 8'h47;  
    8'h33:ascii_code = 8'h48;  
    8'h43:ascii_code = 8'h49;  
    8'h3b:ascii_code = 8'h4a;  
    8'h42:ascii_code = 8'h4b;  
    8'h4b:ascii_code = 8'h4c;  
    8'h3a:ascii_code = 8'h4d;  
    8'h31:ascii_code = 8'h4e;  
    8'h44:ascii_code = 8'h4f;  
    8'h4d:ascii_code = 8'h50;  
    8'h15:ascii_code = 8'h51;  
    8'h2d:ascii_code = 8'h52;  
    8'h1b:ascii_code = 8'h53;  
    8'h2c:ascii_code = 8'h54;  
    8'h3c:ascii_code = 8'h55;  
    8'h2a:ascii_code = 8'h56;  
    8'h1d:ascii_code = 8'h57;  
    8'h22:ascii_code = 8'h58;  
    8'h35:ascii_code = 8'h59;  
    8'h1a:ascii_code = 8'h5a;  
    8'h1a:ascii_code = 8'h20;  
    8'h1a:ascii_code = 8'h0d;  
    8'h1a:ascii_code = 8'h08;  
   default: ascii_code = 8'h00; 
 endcase
endmodule  
`timescale 1ns / 1ps
module TopTeclado(
    input wire clk,
    input wire ps2d,
    input wire ps2c,
    output wire [7:0] ascii_code,
    input wire DoRead,Reset,
    output reg interrupt
    );
wire [7:0] key_code;
kb_code kb_unit(.clk(clk),.reset(Reset),.ps2d(ps2d),.ps2c(ps2c),.rd_key_code(DoRead),
                .key_code(key_code),.kb_buf_empty());
ASCII scan_code2ascii_unit(.key_code(key_code),.ascii_code(ascii_code));  
reg [12:0]contador=0;
always @(posedge clk)
    begin
    contador<=0;
    if (ascii_code!=8'h00)begin
    contador <= contador +1;end
    end
always@*begin
    if(ascii_code!=0)begin
    interrupt=1;
    end
    else begin
    interrupt=0;
    end
end
endmodule
`timescale 1ns / 1ps
module kb_code
    #(parameter W_SIZE=2) 
   (
    input wire clk, reset,
    input wire ps2d,ps2c,rd_key_code,
    output reg [7:0] key_code,
    output reg kb_buf_empty
   );
   localparam BRK=8'hf0;  
   localparam
      wait_brk = 1'b0,
      get_code = 1'b1;
  reg state_reg, state_next;
  wire [7:0] scan_out;
  reg got_code_tick;
  wire scan_done_tick;
   ps2_rx ps2_rx_unit
      (.clk(clk), .reset(reset), .rx_en(1'b1),
       .ps2d(ps2d), .ps2c(ps2c),
       .rx_done_tick(scan_done_tick), .dout(scan_out));
   always @(posedge clk, posedge reset)
      if (reset)
         state_reg <= wait_brk;
      else
         state_reg <= state_next;
   always @*
   begin
      got_code_tick= 1'b0;
      state_next = state_reg;
      case (state_reg)
         wait_brk:   
            if (scan_done_tick && scan_out==BRK) begin
               state_next = get_code;
               key_code=0;end
         get_code:  
               if (scan_done_tick)
               begin
               got_code_tick=1'b1;
               state_next=get_code;
               key_code=scan_out;
               end
               else if(rd_key_code)begin
               state_next=wait_brk;
               key_code=0;
               end
      endcase
   end
endmodule
`timescale 1ns / 1ps
module ps2_rx
   (
    input wire clk, reset,
    input wire ps2d, ps2c, rx_en,
    output reg rx_done_tick,
    output wire [7:0] dout
   );
   localparam [1:0]
      idle = 2'b00,
      dps  = 2'b01,
      load = 2'b10;
   reg [1:0] state_reg, state_next;
   reg [7:0] filter_reg;
   wire [7:0] filter_next;
   reg f_ps2c_reg;
   wire f_ps2c_next;
   reg [3:0] n_reg, n_next;
   reg [10:0] b_reg, b_next;
   wire fall_edge;
   always @(posedge clk, posedge reset)
   if (reset)
      begin
         filter_reg <= 0;
         f_ps2c_reg <= 0;
      end
   else
      begin
         filter_reg <= filter_next;
         f_ps2c_reg <= f_ps2c_next;
      end
   assign filter_next = {ps2c, filter_reg[7:1]};
   assign f_ps2c_next = (filter_reg==8'b11111111) ? 1'b1 :
                        (filter_reg==8'b00000000) ? 1'b0 :
                         f_ps2c_reg;
   assign fall_edge = f_ps2c_reg & ~f_ps2c_next;
   always @(posedge clk, posedge reset)
      if (reset)
         begin
            state_reg <= idle;
            n_reg <= 0;
            b_reg <= 0;
         end
      else
         begin
            state_reg <= state_next;
            n_reg <= n_next;
            b_reg <= b_next;
         end
   always @*
   begin
      state_next = state_reg;
      rx_done_tick = 1'b0;
      n_next = n_reg;
      b_next = b_reg;
      case (state_reg)
         idle:
            if (fall_edge & rx_en)
               begin
                  b_next = {ps2d, b_reg[10:1]};
                  n_next = 4'b1001;
                  state_next = dps;
               end
         dps:  
            if (fall_edge)
               begin
                  b_next = {ps2d, b_reg[10:1]};
                  if (n_reg==0)
                     state_next = load;
                  else
                     n_next = n_reg - 1;
               end
         load:  
            begin
               state_next = idle;
               rx_done_tick = 1'b1;
            end
      endcase
   end
   assign dout = b_reg[8:1];  
endmodule
==> results.sh <==
# flow metrics
export IMPL_clk_pin_slew_ps=80
export IMPL_fp_dieH_um=73.8
export IMPL_drt_antenna_violating_nets=0
export IMPL_slew_headroom_pct=43.7
export IMPL_cap_violations=0
export IMPL_yosys_warnings=4
export IMPL_cp_required_ps=2550
export IMPL_synth_avg_cell_area_sq_um=9.04
export IMPL_fin_worst_skew_ps=3.71
export IMPL_pin_count=14
export IMPL_rsz0062_at_grt="no"
export IMPL_antenna_found_initial=0
export IMPL_unclocked_pins=8
export IMPL_cpPeakStageDelay_ps=460
export IMPL_cts_hold_buf=0
export IMPL_cts_tree="built"
export IMPL_grt_pass1_wl_mm=7.16
export IMPL_crit_buf_inv=0
export IMPL_core_sq_um=4850
export IMPL_syn2layout_area_growth_pct=7.95
export IMPL_diodes=0
export IMPL_port_buffers=12
export IMPL_ys_cells=228
export IMPL_cp_start_kind="flop"
export IMPL_worst_slack_ps=502
export IMPL_root_buffer="clkbuf_8"
export IMPL_drive_gt1_share_pct=9.05
export IMPL_status="finished, final reports clean"
export IMPL_grt_usage_pct=16.9
export IMPL_setup_violations=0
export IMPL_finalSetupTns_ps=0
export IMPL_holdWs_ps=406
export IMPL_clk_path_buf_depth=2
export IMPL_hold_class="flop to flop"
export IMPL_routabilityCongestion=0.825
export IMPL_route_vias_total=1674
export IMPL_edf_count=0
export IMPL_cts_resized=0
export IMPL_path_cells="nor4_1, o2111ai_1, a21oi_1, nand2_1, xor2_1, o21ai_0"
export IMPL_power_uw=735
export IMPL_cts_buffers=3
export IMPL_viasPerCell=5.60
export IMPL_ys_types=55
export IMPL_tightest_slew_ps=844
export IMPL_hold_viol=0
export IMPL_clock_latency_ps=260
export IMPL_htreeDepth=1
export IMPL_warnings=30
export IMPL_ys_chip_area_sq_um=2060
export IMPL_wire_per_inst_um=13.4
export IMPL_critPathTopFamily="AND-OR/OR-AND gates"
export IMPL_std_cell_rows=25
export IMPL_grt_pass1_vias=1540
export IMPL_powerDensity_nw_per_um2=330
export IMPL_ys_async_sr_fraction_pct=77.1
export IMPL_leakage_nw=0.920
export IMPL_setup_worst_path_end_class="flop"
export IMPL_dp_hpwl_mm=2.85
export IMPL_critPathMaxFanout=5
export IMPL_final_max_slew_violation_count=0
export IMPL_dp_cells=295
export IMPL_finalClockPeriodUsage_pct=79.1
export IMPL_synth_cells=228
export IMPL_netlist_area_sq_um=2060
export IMPL_grt_ovfl_total=0
export IMPL_period_minus_slack_ps=1900
export IMPL_die_w_um=73.8
export IMPL_initial_core_util_pct=42.5
export IMPL_firstDrtPassIters=4
export IMPL_wl_mm=3.99
export IMPL_yosys_register_bits=35
export IMPL_cp_slowest_cell="nor4_1"
export IMPL_untimed_endpoints=16
export IMPL_lay_top_count="nand2_1"
export IMPL_largest_reg_flops=10
export IMPL_peakVddDrop_mv=0.344
export IMPL_fmax_mhz=527
export IMPL_dpl_worst_slack_ps=523
export IMPL_grt_max_degree=36
export IMPL_post_cts_buffers=0
export IMPL_ys_flop_type="dfrtp_1"
export IMPL_drt_initial_drc_count=180
export IMPL_chipArea_sq_um=5450
export IMPL_critical_path_arrival_ps=2050
export IMPL_finalNonFillerCells=299
export IMPL_worstSetupPathType="flop to flop"
export IMPL_final_cell_mix="nand2_1, dfrtp_1, nor2_1"
export IMPL_drc=0
metal layers:
| metal | track usage (%) | up-vias | share of wire (%) |
|---|---|---|---|
| li1 | - | 840 | - |
| met1 | 27.0 | 789 | 48 |
| met2 | 25.3 | 35 | 47 |
| met3 | 1.53 | 10 | 3.1 |
| met4 | 4.70 | 0 | 2.4 |
| met5 | 0 | - | 0 |
layout make-up:
| class | instances | area, sq um |
|---|---|---|
| Timing Repair Buffer | 15 | 143 |
| Multi-Input combinational cell | 169 | 1120 |
| Fill cell | 467 | 2620 |
| Tap cell | 67 | 83.8 |
| Inverter | 9 | 33.8 |
| Sequential cell | 35 | 797 |
| Clock buffer | 4 | 45.0 |
kinds of logic (layout without fill, tap and decap cells):
| kind of cell | count (synthesis) | after routing | share of synthesized area [%] |
|---|---|---|---|
| adders and majority gates | 8 | 8 | 4.85 |
| DFF | 27 | 27 | 32.8 |
| xor gates and xnor gates | 4 | 4 | 1.70 |
| latches | 8 | 8 | 5.82 |
| other | 1 | 1 | 0.182 |
| buffers and inverters | 24 | 28 | 6.86 |
| and+or+nand+nor | 92 | 92 | 24.7 |
| muxes | 10 | 10 | 5.46 |
| AOI/OAI and AO/OA | 54 | 54 | 17.6 |
synthesized netlist by cell type, types with 3 or more instances:
| library cell | n | share of area [%] |
|---|---|---|
| o21ai_0 | 12 | 2.9 |
| nand3_1 | 4 | 0.97 |
| nor2_1 | 14 | 2.5 |
| a211oi_1 | 5 | 1.8 |
| buf_2 | 5 | 1.2 |
| nand4_1 | 5 | 1.5 |
| and3_1 | 11 | 3.3 |
| ha_1 | 8 | 4.9 |
| buf_4 | 4 | 1.5 |
| a21oi_1 | 12 | 2.9 |
| buf_6 | 4 | 2.2 |
| a31oi_1 | 4 | 1.2 |
| mux2_2 | 10 | 5.5 |
| nand3b_1 | 3 | 1.1 |
| dlxtn_1 | 8 | 5.8 |
| dfrtp_1 | 26 | 32 |
| nor2b_1 | 3 | 0.91 |
| nand2b_1 | 4 | 1.2 |
| nand2_1 | 27 | 4.9 |
| inv_1 | 9 | 1.6 |
path summary, 6_finish.rpt:
path / startpoint / end / slack [ps] / cells past startpoint
max in group asynchronous: Reset / kb_unit.ps2_rx_unit.state_reg[0] / 1550 / 3
hold reg to reg: kb_unit.ps2_rx_unit.filter_reg[6] / kb_unit.ps2_rx_unit.filter_reg[5] / 410 / 0
setup reg to reg: kb_unit.ps2_rx_unit.filter_reg[1] / kb_unit.ps2_rx_unit.n_reg[3] / 500 / 6
setup / recovery: kb_unit.ps2_rx_unit.filter_reg[1] / kb_unit.ps2_rx_unit.n_reg[3] / 500 / 6
hold / removal: kb_unit.ps2_rx_unit.filter_reg[6] / kb_unit.ps2_rx_unit.filter_reg[5] / 410 / 0
min in group asynchronous: Reset / kb_unit.ps2_rx_unit.b_reg[8] / 560 / 3
per-stage QoR:
step | utilization, % | cell area [sq um]
floorplan | - | 2060
global placement | 45.0 | 2180
detailed placement | 45.0 | 2180
CTS | 45.9 | 2230
global route | 45.9 | 2230
finish | 45.9 | 2230
worst reg2reg max path, delay by kind of cell (launching register included):
kind,cells,cell delay (ps)
compound gates,3,680
simple gates,2,570
xor+xnor,1,130
flops,1,400
report_power, final:
group	switching, mW	leakage (nW)	internal (mW)
logic	0.0113	0.485	0.00892
clock network	0.125	0.0228	0.119
registers	0.00685	0.413	0.464
total	0.144	0.920	0.592
Power figures rest on the tool's default switching activity, not on a simulated workload.
